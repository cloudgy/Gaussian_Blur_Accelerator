`design/flow/design.v`:
```
module gaussian_blur (
  input  logic        clk,
  input  logic        rst_n,
  input  logic [7:0]  pixel_in,
  input  logic        pixel_vld,
  output logic [7:0]  pixel_out,
  output logic        pixel_vld_out
);
  localparam int IMG_W = 32;
  localparam int IMG_H = 24;
  logic [7:0] w00, w01, w02;
  logic [7:0] w10, w11, w12;
  logic [7:0] w20, w21, w22;
  window_gen #(
    .DATA_W(8),
    .IMG_W (IMG_W)
  ) win0 (
    .clk       (clk),
    .rst_n     (rst_n),
    .pixel_in  (pixel_in),
    .pixel_vld (pixel_vld),
    .w00       (w00), .w01(w01), .w02(w02),
    .w10       (w10), .w11(w11), .w12(w12),
    .w20       (w20), .w21(w21), .w22(w22)
  );
  logic [15:0] mac_sum;
  always_comb begin
    mac_sum = {{8{1'b0}}, w00}       + ({{8{1'b0}}, w01} << 1) + {{8{1'b0}}, w02}
            + ({{8{1'b0}}, w10} << 1) + ({{8{1'b0}}, w11} << 2) + ({{8{1'b0}}, w12} << 1)
            + {{8{1'b0}}, w20}       + ({{8{1'b0}}, w21} << 1) + {{8{1'b0}}, w22};
  end
  logic [1:0] vld_pipe;
  always_ff @(posedge clk or negedge rst_n) begin
    if (!rst_n)
      vld_pipe <= 2'b0;
    else
      vld_pipe <= {vld_pipe[0], pixel_vld};
  end
  logic [1:0] row0_pipe;
  always_ff @(posedge clk or negedge rst_n) begin
    if (!rst_n)
      row0_pipe <= 2'b0;
    else
      row0_pipe <= {row0_pipe[0], (row_cnt == 0)};
  end
  logic [$clog2(IMG_W)-1:0] col_cnt;
  logic [$clog2(IMG_H)-1:0] row_cnt;
  always_ff @(posedge clk or negedge rst_n) begin
    if (!rst_n) begin
      col_cnt <= '0;
      row_cnt <= '0;
    end else if (pixel_vld) begin
      if (col_cnt == IMG_W-1) begin
        col_cnt <= '0;
        row_cnt <= (row_cnt == IMG_H-1) ? '0 : row_cnt + 1;
      end else begin
        col_cnt <= col_cnt + 1;
      end
    end
  end
  always_ff @(posedge clk or negedge rst_n) begin
    if (!rst_n) begin
      pixel_out     <= '0;
      pixel_vld_out <= 1'b0;
    end else begin
      if (row0_pipe[1]) begin
        pixel_out <= mac_sum[9:2];    
      end else begin
        pixel_out <= mac_sum[11:4];   
      end
      pixel_vld_out <= vld_pipe[1];
    end
  end
endmodule
module window_gen #(
    parameter int DATA_W = 8,
    parameter int IMG_W  = 32
)(
    input  logic                 clk,
    input  logic                 rst_n,        
    input  logic                 pixel_vld,    
    input  logic [DATA_W-1:0]    pixel_in,     
    output logic [DATA_W-1:0]    w00, w01, w02,   
    output logic [DATA_W-1:0]    w10, w11, w12,   
    output logic [DATA_W-1:0]    w20, w21, w22    
);
    logic [DATA_W-1:0] linebuf1 [0:IMG_W-1];  
    logic [DATA_W-1:0] linebuf2 [0:IMG_W-1];  
    logic [$clog2(IMG_W)-1:0] col;
    logic [DATA_W-1:0] shift2 [0:2];  
    logic [DATA_W-1:0] shift1 [0:2];  
    logic [DATA_W-1:0] shift0 [0:2];  
    always_ff @(posedge clk or negedge rst_n) begin
        if (!rst_n) begin
            col <= '0;
            for (int i = 0; i < 3; i++) begin
                shift2[i] <= '0;
                shift1[i] <= '0;
                shift0[i] <= '0;
            end
        end else if (pixel_vld) begin
            shift2[2] <= shift2[1];
            shift2[1] <= shift2[0];
            shift2[0] <= pixel_in;
            shift1[2] <= shift1[1];
            shift1[1] <= shift1[0];
            shift1[0] <= linebuf1[col];
            shift0[2] <= shift0[1];
            shift0[1] <= shift0[0];
            shift0[0] <= linebuf2[col];
            linebuf2[col] <= linebuf1[col];
            linebuf1[col] <= pixel_in;
            col <= (col == IMG_W-1) ? '0 : col + 1;
        end
    end
    assign { w00, w01, w02 } = { shift0[2], shift0[1], shift0[0] };
    assign { w10, w11, w12 } = { shift1[2], shift1[1], shift1[0] };
    assign { w20, w21, w22 } = { shift2[2], shift2[1], shift2[0] };
endmodule
```
`design/flow/run.sh`:
```
#!/bin/bash
# OpenROAD 26Q1-2900-gdf79404cd8, Yosys 0.63+post, stock flow scripts
make -C /OpenROAD-flow-scripts/flow DESIGN_CONFIG=/design/flow/config.mk WORK_HOME=/design/flow/orfs finish
```
`design/flow/config.mk`:
```
export PLATFORM = sky130hd
export DESIGN_NAME = gaussian_blur
export DESIGN_NICKNAME = gaussian_blur
export VERILOG_FILES = /design/flow/design.v
export SDC_FILE = /design/flow/constraint.sdc
export NUM_CORES = 4
export LEC_CHECK = 1
export CORE_UTILIZATION = 40
```
`design/flow/constraint.sdc`:
```
current_design gaussian_blur

set clk_period 4.5
set clk_io_pct 0.2

create_clock -name clk0 -period $clk_period [get_ports {clk}]

set non_clock_inputs [all_inputs -no_clocks]
set_input_delay [expr $clk_period * $clk_io_pct] -clock clk0 $non_clock_inputs
set_output_delay [expr $clk_period * $clk_io_pct] -clock clk0 [all_outputs]
```
==> impl_metrics.py <==
# Metrics from the implementation run
metrics = {
    "global_routing": {
        "use_met2_pct": 36.8,
        "use_met1_pct": 31.6,
        "antenna_found_initial": 1,
        "grt_max_degree": 78,
        "grt_first_pass_wirelength_um": 113000,
        "grt_usage_pct": 26.8,
        "busiest_layer": "met2",
        "grt_remaining_overflow": 0,
        "first_global_vias": 16540,
        "use_met3_pct": 20.6,
    },
    "outcome": {
        "outcome": "completed",
    },
    "final_layout": {
        "drive_gt1_share_pct": 18.2,
        "fillCellCount": 5296,
        "final_area_sq_mm": 0.0296,
        "area_growth_pct": 15.5,
        "fin_cells": 2675,
    },
    "die": {
        "die_h_um": 255,
        "initial_core_util_pct": 40.6,
        "die_area_sq_mm": 0.0651,
        "core_sq_mm": 0.0632,
        "rows": 92,
        "fp.dieW_um": 255,
        "pin_count": 20,
    },
    "clock_tree": {
        "clock-sinks": 612,
        "htreeDepth": 2,
        "clk_pin_slew_ns": 0.06,
        "root_buffer": "clkbuf_16",
        "cts_tree": "yes",
        "cts_hold_buf": 0,
        "numCtsBuffers": 60,
        "clockBufferDepth": 3,
        "insertion_delay_ns": 0.66,
    },
    "logic_synthesis": {
        "edf_count": 512,
        "ys_chip_area_sq_mm": 0.0257,
        "common_cells": "edfxtp_1, inv_1, nand2_1, dfrtp_1, a22oi_1",
        "async_reset_ff_share_pct": 16.3,
        "top_area_share_pct": 59.9,
        "top_cells_by_area": "edfxtp_1, dfrtp_1, fa_1",
        "yosysWarnings": 7,
        "syn_area_per_cell_sq_um": 15.3,
        "synth_top_flop_cell": "edfxtp_1",
        "largest_area_cell": "edfxtp_1",
        "synth_top_cell_by_count": "edfxtp_1",
        "ys_seq_share_pct": 69.7,
        "yosys_cells": 1672,
        "synthDistinctLibCells": 78,
        "synth_area_sq_mm": 0.0257,
        "numSynthFlops": 612,
        "netlist_instances": 1672,
    },
    "run": {
        "warnings": 30,
        "maxCapViolations": 0,
    },
    "routing": {
        "diodes": 0,
        "drt-initial-drc-count": 1040,
        "drt-total-wl_um": 77600,
        "firstDrtPassIters": 7,
        "drc_errors": 0,
        "vias_per_cell": 5.84,
        "wl_per_cell_um": 29.0,
        "vias": 15623,
        "detail-route-antenna-nets": 0,
    },
    "worst_setup_path": {
        "rr_endpoint": "pixel_out[5]$_DFF_PN0_",
        "required_ns": 5.01,
        "reg2reg_slack_ns": 0.27,
        "endpoint_kind": "flip-flop",
        "path_buffers": 4,
        "start_kind": "flip-flop",
        "worstPathCellList": "inv_1 > fa_1 > inv_1 > fa_1 > fa_1 > inv_1 > fa_1 > inv_1 > ha_1 > fa_2 > a21o_1 > a21oi_2 > nor4b_1 > a211o_1 > mux2_2",
        "crit_path_start": "win0.shift0[2][3]$_DFFE_PN0P_",
        "crit_fanout": 3,
        "critPathArrivalTime_ns": 4.75,
        "endpoint": "pixel_out[5]$_DFF_PN0_",
        "critical_path_class": "flip-flop to flip-flop",
        "reg2regPathDepth": 15,
        "reg2reg_from": "win0.shift0[2][3]$_DFFE_PN0P_",
        "crit_slowest_cell": "fa_1",
        "cpPeakStageDelay_ns": 0.54,
        "cp.depth": 15,
        "cp_top_family": "adder cells",
    },
    "final_timing": {
        "setup_tns_ns": 0,
        "report.final.hold_viol_count": 0,
        "relSlewSlack_pct": 30.6,
        "rsz0062_at_grt": "no",
        "slew_viol_final": 0,
        "min_period_over_period_pct": 94.1,
        "tightestPinTransition_ns": 1.04,
        "finalCriticalPeriod_ns": 4.23,
        "setup_viol": 0,
        "skew_ns": 0.0416,
        "fmax_ghz": 0.236,
    },
    "placed_design": {
        "dp_cells": 2564,
        "port_buffers": 19,
        "place.gp.congestion": 0.991,
        "place_hpwl_um": 50200,
        "place_area_sq_mm": 0.0277,
    },
    "hold_path": {
        "hp-class": "primary input to asynchronous set/reset pin",
    },
}
cells by family (layout without fill, tap and decap cells):
kind of cell / after synthesis / after routing / share of synthesized area, %
compound gates: 333 / 333 / 9.40
flops: 612 / 612 / 69.7
fa+ha+maj: 77 / 77 / 5.28
mux: 134 / 134 / 5.76
xor+xnor: 5 / 5 / 0.171
simple gates: 315 / 315 / 6.27
buf+inv: 196 / 353 / 3.43
metrics by stage:
step / setup WS, ns / util (%) / hold slack [ns]
finish: 0.267 / 46.9 / 0.123
global route: 0.0334 / 46.9 / 0.115
CTS: 0.0882 / 46.9 / 0.109
detailed placement: 0.125 / 43.8 / 0.335
global placement: 0.115 / 43.8 / 0.333
floorplan: 0.295 / - / 0.331
worst reg2reg max path, stage by stage (launching register included):
cell and delay (ns):
dfrtp_1 0.32, inv_1 0.06, fa_1 0.53, inv_1 0.05, fa_1 0.47, fa_1 0.54, inv_1 0.05, fa_1 0.53
inv_1 0.04, ha_1 0.22, fa_2 0.36, a21o_1 0.20, a21oi_2 0.17, nor4b_1 0.07, a211o_1 0.25, mux2_2 0.26
worst min-delay path by stage:
stage / slack (ns) / startpoint / cells after the start / endpoint
CTS: 0.11 / rst_n / 1 / win0.col[4]$_DFFE_PN0P_
finish: 0.12 / rst_n / 1 / win0.col[1]$_DFFE_PN0P_
global route: 0.12 / rst_n / 1 / win0.col[4]$_DFFE_PN0P_
metal layers:
metal / share of wire, % / routed length [um] / up-vias
met3: 18 / 13600 / 237
li1: - / - / 6655
met2: 44 / 33800 / 1092
met4: 5.5 / 4300 / 6
met1: 33 / 25700 / 7633
met5: 0.29 / 225 / -
placed cells by master (no fill, tap or decap), types with 12 or more instances in the layout:
master / count
dfrtp_1: 97
a22o_1: 18
clkbuf_16: 60
buf_12: 12
fa_1: 51
edfxtp_1: 512
mux2_2: 63
inv_1: 104
buf_4: 108
nor2_1: 46
nor3_2: 20
clkdlybuf4s50_1: 17
o22ai_1: 34
a32oi_1: 23
a22oi_1: 73
nand3_1: 38
nand2_1: 102
clkinv_1: 20
o21ai_0: 62
ha_1: 24
mux2i_1: 65
a21oi_1: 22
flip-flops by register name, summed over array words and instances (netlist names):
register,flops
win0.shift2,24
win0.linebuf2,256
pixel_out,8
pixel_vld_out,1
win0.linebuf1,256
win0.shift0,24
vld_pipe,2
col_cnt,5
win0.shift1,24
win0.col,5
row0_pipe,2
row_cnt,5
what timing repair did:
item,CTS,global route
setup endpoints to repair,0,2
buffers inserted,0,1
resized,0,2
layout make-up:
class	count	area (sq um)	area share [%]
Clock buffer	69	1540	5.18
Clock inverter	41	419	1.41
Inverter	106	398	1.34
Multi-Input combinational cell	864	7110	24.0
Sequential cell	612	17900	60.4
Tap cell	846	1060	3.57
Timing Repair Buffer	137	1220	4.12
