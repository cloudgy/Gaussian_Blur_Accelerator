`flow/design.v`:
```
module spi_wrapper (
  input  logic       clk,         
  input  logic       rst_n,       
  input  logic       SCLK,        
  input  logic       SDI,         
  input  logic       CS,          
  output logic       SDO,         
  output logic       pixel_vld,   
  output logic [7:0] pixel_in     
);
  logic cs_d, sclk_d, sclk_q;
  always_ff @(posedge clk or negedge rst_n) begin
    if (!rst_n) begin
      cs_d   <= 1;
      sclk_q <= 0;
      sclk_d <= 0;
    end else begin
      cs_d   <= CS;
      sclk_d <= sclk_q;
      sclk_q <= SCLK;
    end
  end
  logic [7:0] shift;
  logic [2:0] bitcnt;
  always_ff @(posedge clk or negedge rst_n) begin
    if (!rst_n) begin
      shift     <= 8'd0;
      bitcnt    <= 3'd0;
      pixel_vld <= 1'b0;
      pixel_in  <= 8'd0;
    end else begin
      pixel_vld <= 1'b0;
      if (cs_d) begin
        bitcnt <= 3'd0;
      end else begin
        if (sclk_q && !sclk_d) begin
          shift  <= { shift[6:0], SDI };
          bitcnt <= bitcnt + 1;
          if (bitcnt == 3'd7) begin
            pixel_in  <= { shift[6:0], SDI };
            pixel_vld <= 1'b1;
            bitcnt    <= 3'd0;
          end
        end
      end
    end
  end
  assign SDO = 1'b0;
endmodule
```
`flow/run.sh`:
```
#!/bin/bash
# OpenROAD 26Q1-2900-gdf79404cd8, Yosys 0.63+post, stock flow scripts
make -C /OpenROAD-flow-scripts/flow DESIGN_CONFIG=/design/flow/config.mk WORK_HOME=/design/flow/orfs finish
```
`flow/constraint.sdc`:
```
current_design spi_wrapper

set clk_period 4.5
set clk_io_pct 0.2

create_clock -name clk0 -period $clk_period [get_ports {clk}]

set non_clock_inputs [all_inputs -no_clocks]
set_input_delay [expr $clk_period * $clk_io_pct] -clock clk0 $non_clock_inputs
set_output_delay [expr $clk_period * $clk_io_pct] -clock clk0 [all_outputs]
```
`flow/config.mk`:
```
export PLATFORM = sky130hd
export DESIGN_NAME = spi_wrapper
export DESIGN_NICKNAME = spi_wrapper
export VERILOG_FILES = /design/flow/design.v
export SDC_FILE = /design/flow/constraint.sdc
export NUM_CORES = 4
export LEC_CHECK = 1
export CORE_AREA = 10 10 100 100
export DIE_AREA = 0 0 110 110
```
==> results.toml <==
# implementation run metrics
[worst_setup_path]
startpoint_type = "flop"
path_cells = "clkdlybuf4s50_1"
crit_fanout = 2
max_stage_delay_ns = 0.47
cp.required_ns = 3.60
slowest_stage = "clkdlybuf4s50_1"
cp.arrival_ns = 1.10
cp_top_family = "buffers and inverters"
crit_type = "flop to primary output"
crit_path_end_kind = "primary output"
cp_num_buf_inv = 1

[global_route]
track_usage_pct = 2.571
grt-ovfl-total = 0
grt_first_pass_wirelength_mm = 2.566
grt_pass1_vias = 525
grt_max_degree = 23
antenna_found_initial = 0

[timing]
rsz0062_at_grt = "no"
drv_slew = 0
finalWorstSetupSlack_ns = 2.496
fin_crit_ns = 2.004
setup_tns_ns = 0
fmaxAchievable_ghz = 0.4991
hold_viol = 0
finalCritPeriodShare_pct = 44.53
setup_violations = 0
skew_ns = 0.0008117

[power]
clock_power_share_pct = 32.6
switching_share_pct = 21.53
peakVddDrop_mv = 0.1831
leakage_nw = 0.5106
powerDensity_nw_per_um2 = 363.4
switchingPower_uw = 90.35
p_comb_share_pct = 9.3
p_seq_share_pct = 58.2
p_total_uw = 419.6
p_int_uw = 329.3

[flow_run]
stage_log_warnings = 25
cap_violations = 0

[routing]
ant_nets = 0
antennaDiodeCount = 0
first_pass_iters = 2
drt_iter0_drc = 3
post-route-drc-count = 0
wl_per_cell_um = 8.386
routed_via_density = 2.637
drt_wl_total_mm = 1.434
num_vias = 451

[die]
initCoreUtil_pct = 10.98
placeableCoreArea_um2 = 7807
die_y_um = 110
die_area_um2 = 12100
die_w_um = 110
ios = 15
row_count = 32

[status]
status = "finished, final reports clean"

[place]
dp_hpwl_mm = 1.086
gp_congestion = 0.6798
preCtsSetupSlack_ns = 2.729
portBuffers = 13
place_area_um2 = 1100

[clock_tree]
cts_tree = "built"
clock-sinks = 22
cts.path.max_buffers = 2
cts_root_buf = "clkbuf_8"
numCtsBuffers = 3
insertion_delay_ns = 0.25
post_cts_buffers = 0
cts-resized-gates = 0
cts-hold-fix-buffers = 0
clkTransAtPathRegs_ns = 0.07
cts_max_level = 1

[synthesis]
ys_ff = 22
seq_area_frac_synth_pct = 64.38
ys_area_um2 = 857.1
top_cells_by_area = "dfrtp_1 (61%), mux2_2 (20%), mux2i_1 (3.5%)"
yosysTopAreaCell = "dfrtp_1"
netlist_area_um2 = 857.1
top_area_share_pct = 61.31
postSynthCellCount = 53
ys_types = 12
synth-warning-count = 1
ys_cells = 53
syn_area_per_cell_um2 = 16.17

[final_layout]
fin_util_pct = 14.79
final_common_cell = "dfrtp_1"
lay_top_cells = "dfrtp_1 (21), mux2_2 (15), clkdlybuf4s50_1 (13)"
final_area_um2 = 1155
drive_gt1_share_pct = 36.23
syn2layout_area_growth_pct = 34.74

[worst_hold_path]
hold_class = "flop to flop"
## sequential cells by signal, summed over array words and instances, names as in the netlist
register and flops:
bitcnt 3, cs_d 1, pixel_in 8, pixel_vld 1, sclk_d 1, sclk_q 1
shift 7
## routing by layer
metal	track usage (%)	vias to the layer above	routed length [µm]
met3	0.9401	0	94
met5	0	-	0
li1	-	215	-
met2	4.149	8	695
met1	3.343	228	645
met4	0.2788	0	0
## cell usage after synthesis
library cell / count
ha_1: 2
mux2i_1: 3
nor2_2: 1
dfrtp_1: 21
mux2_2: 15
conb_1: 1
nor3b_2: 1
nand2b_4: 1
nor2_1: 4
buf_6: 2
buf_4: 1
dfstp_2: 1
## metrics by stage
step / hold slack (ns) / instances
6_report: 0.4481 / 171
5_1_grt: 0.4695 / 171
3_5_place_dp: 0.4317 / 167
3_3_place_gp: 0.4258 / 167
4_1_cts: 0.4500 / 171
2_1_floorplan: 0.4107 / 53
## final cells by class
cell class / count / area (µm²)
flip-flops and latches: 22 / 551.8
well taps: 102 / 127.6
fillers: 865 / 6653
multi-input cells: 28 / 275.3
repair buffers: 15 / 145.1
clock buffers: 4 / 55.05
## power groups by stage
| stage | Combinational (mW) | Clock (mW) | Sequential, mW |
|---|---|---|---|
| 4_1_cts | 0.0399 | 0.143 | 0.244 |
| 5_1_grt | 0.0434 | 0.153 | 0.249 |
| 6_report | 0.0388 | 0.137 | 0.244 |
## cells by family (layout without fill, tap and decap cells)
| family | count (synthesis) | after routing | share of synthesized area (%) |
|---|---|---|---|
| flops | 22 | 22 | 64.38 |
| mux | 18 | 18 | 23.21 |
| simple gates | 7 | 7 | 5.547 |
| buf+inv | 3 | 19 | 3.504 |
| fa+ha+maj | 2 | 2 | 2.919 |
| other cells | 1 | 1 | 0.4375 |
## final timing paths
path / start / to / slack (ns) / cells after the start
setup / recovery: pixel_in[7] / pixel_in[7] / 2.50 / 1
hold / removal: sclk_q / sclk_d / 0.45 / 0
setup reg to reg: bitcnt[0] / pixel_in[4] / 2.97 / 5
hold reg to reg: sclk_q / sclk_d / 0.45 / 0
max in group asynchronous: rst_n / cs_d / 3.24 / 2
min in group asynchronous: rst_n / pixel_in[3] / 0.98 / 2
Power is estimated from default activity; no workload was simulated.
